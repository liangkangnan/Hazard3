## ./design.v

```verilog
`default_nettype none
module hazard3_riscv_timer #(
	parameter TICK_IS_NRZ = 0
) (
	input  wire               clk,
	input  wire               rst_n,
	input  wire [15:0]        paddr,
	input  wire               psel,
	input  wire               penable,
	input  wire               pwrite,
	input  wire [31:0]        pwdata,
	output reg  [31:0]        prdata,
	output wire               pready,
	output wire               pslverr,
	input  wire               dbg_halt,
	input  wire               tick,
	output reg                timer_irq
);
localparam ADDR_CTRL      = 16'h0000;
localparam ADDR_MTIME     = 16'h0008;
localparam ADDR_MTIMEH    = 16'h000c;
localparam ADDR_MTIMECMP  = 16'h0010;
localparam ADDR_MTIMECMPH = 16'h0014;
wire tick_event;
generate
if (TICK_IS_NRZ) begin: edge_detect
	wire tick_nrz_sync;
	hazard3_sync_1bit tick_sync_u (
		.clk    (clk),
		.rst_n  (rst_n),
		.i      (tick),
		.o      (tick_nrz_sync)
	);
	reg tick_nrz_prev;
	always @ (posedge clk or negedge rst_n) begin
		if (!rst_n) begin
			tick_nrz_prev <= 1'b0;
		end else begin
			tick_nrz_prev <= tick_nrz_sync;
		end
	end
	assign tick_event = tick_nrz_sync ^ tick_nrz_prev;
end else begin: no_edge_detect
	assign tick_event = tick;
end
endgenerate
reg ctrl_en;
wire tick_now = tick_event && ctrl_en && !dbg_halt;
wire bus_write = pwrite && psel && penable;
wire bus_read = !pwrite && psel && penable;
always @ (posedge clk or negedge rst_n) begin
	if (!rst_n) begin
		ctrl_en <= 1'b1;
	end else if (bus_write && paddr == ADDR_CTRL) begin
		ctrl_en <= pwdata[0];
	end
end
reg [63:0] mtime;
always @ (posedge clk or negedge rst_n) begin
	if (!rst_n) begin
		mtime <= 64'h0;
	end else begin
		if (tick_now)
			mtime <= mtime + 1'b1;
		if (bus_write && paddr == ADDR_MTIME)
			mtime[31:0] <= pwdata;
		if (bus_write && paddr == ADDR_MTIMEH)
			mtime[63:32] <= pwdata;
	end
end
reg  [63:0] mtimecmp;
wire [64:0] cmp_diff = {1'b0, mtime} + {1'b0, mtimecmp} + 65'd1;
always @ (posedge clk or negedge rst_n) begin
	if (!rst_n) begin
		mtimecmp <= 64'h0;
		timer_irq <= 1'b0;
	end else begin
		if (bus_write && paddr == ADDR_MTIMECMP)
			mtimecmp[31:0] <= ~pwdata;
		if (bus_write && paddr == ADDR_MTIMECMPH)
			mtimecmp[63:32] <= ~pwdata;
		timer_irq <= cmp_diff[64];
	end
end
always @ (*) begin
	case (paddr)
	ADDR_CTRL:      prdata = {31'h0, ctrl_en};
	ADDR_MTIME:     prdata = mtime[31:0];
	ADDR_MTIMEH:    prdata = mtime[63:32];
	ADDR_MTIMECMP:  prdata = ~mtimecmp[31:0];
	ADDR_MTIMECMPH: prdata = ~mtimecmp[63:32];
	default:        prdata = 32'h0;
	endcase
end
assign pready = 1'b1;
assign pslverr = 1'b0;
endmodule
```

## ./run.sh

```bash
#!/bin/bash
# OpenROAD 26Q1-2900-gdf79404cd8, Yosys 0.63+post, stock flow scripts
make -C /OpenROAD-flow-scripts/flow DESIGN_CONFIG=/design/flow/config.mk WORK_HOME=/design/flow/orfs finish
```

## ./config.mk

```make
export PLATFORM = sky130hd
export DESIGN_NAME = hazard3_riscv_timer
export DESIGN_NICKNAME = hazard3_riscv_timer
export VERILOG_FILES = /design/flow/design.v
export SDC_FILE = /design/flow/constraint.sdc
export NUM_CORES = 4
export LEC_CHECK = 1
export CORE_UTILIZATION = 50
```

## ./constraint.sdc

```tcl
current_design hazard3_riscv_timer

set clk_period 8.0
set clk_io_pct 0.2

create_clock -name clk0 -period $clk_period [get_ports {clk}]

set non_clock_inputs [all_inputs -no_clocks]
set_input_delay [expr $clk_period * $clk_io_pct] -clock clk0 $non_clock_inputs
set_output_delay [expr $clk_period * $clk_io_pct] -clock clk0 [all_outputs]
```

==> results.txt <==
impl run done, here's what came out: outcome completed, synthesized area 8130 µm², min-delay worst type register to register, min Tclk post-route 5.71 ns, CTS tree yes, Max-Cap Viols 0, CP Data Arrival Time 4.11 ns, Skew-Pair Late Insertion Delay 0.42 ns, final hold vios 0, Overflow after GRT 0, WL final 22.5 mm, Final GP Congestion 0.883, kind of critical path primary input to output port, slew margin rel. 27.8%, Final TNS setup 0 ns, post-route ant nets 0, Top-area cell share 39.7%, Die W 129 µm, initial antenna violation count 0, Clock transition at path regs 0.06 ns, Worst Tran Pin Value 1.07 ns, yosys cell count 912, hold buffers post-CTS 0, Inst Count DP 1174, Synth area leader dfrtp_1, Final Slew Violations 0, DR WL/cell 18.7 µm, Synth Seq Share 40.0%, CTS max path bufs 2, tool warnings 26, Dominant flop cell dfrtp_1, critical path peak fanout 31, CP Launch Type primary input, Synthesis Warnings 1, I/O Pins 90, fp_density 51.2%, syn_area_per_cell 8.91 µm², number of global-route vias before repair 6822, Root Driver clkbuf_16, Site Rows 46, fin cells 1206, Die Y 129 µm, Worst EP required 6.40 ns, Async SR Flop Fraction 100%, PortBufs 87, fraction of layout instances using a drive strength above 1 7.58%, Worst Skew 0.0107 ns, GR Util All Layers 29.9%, DRC Markers 0, vias per inst 5.88, RSZ-0062 raised after global routing no, Chip Footprint 16800 µm², Layout Area Growth over Synthesis 18.0%, distinct lib cells 51, ant diodes 0, htree depth 4, Syn Inst Count 912, worst vdd ir 140 µV, PwrDens 151 nW/µm², Final setup violation count 0, Pleak 4.24 nW, routed via count 7092, Gates resized, CTS repair 0, DR pass1 iterations 5, Top cells by area dfrtp_1 40%, ha_1 9.9%, nand2_1 6.8%, Yosys Chip Area 8130 µm², Post-synth EDFFs 0, first-pass GRT wire length 37.0 mm, Core ar. 15900 µm², crit end category output port, clk sinks 130, largest net degree at the start of global routing 65, Detailed Place HPWL 15.6 mm, register bit total from synthesis 130, DRT iter0 DRCs 482, CTS Buf Count 17, Final period util 71.3%, post-CTS setup buffer count 0, Max Freq 0.175 GHz
## flip-flops by register name (all words and copies together), names as in the netlist
register	cells
mtime	64
ctrl_en	1
timer_irq	1
mtimecmp	64
## cells in the final DEF, fill, tap and decap left out, types with 12 or more instances in the layout
| cell type | count |
|---|---|
| nor2_1 | 68 |
| xnor2_1 | 31 |
| nand3_1 | 34 |
| xor2_1 | 31 |
| a21oi_1 | 68 |
| clkbuf_16 | 17 |
| clkdlybuf4s50_1 | 86 |
| o21ai_0 | 42 |
| dfrtp_1 | 129 |
| a221o_1 | 17 |
| nand2_1 | 148 |
| nand4_1 | 25 |
| buf_4 | 12 |
| nor3_1 | 14 |
| o21ai_2 | 13 |
| o21ai_1 | 52 |
| nor4_1 | 12 |
| ha_1 | 64 |
| o22ai_1 | 18 |
| o211ai_1 | 19 |
## critical path, stage by stage
cell and delay, ns:
clkdlybuf4s50_1 0.40, nor4_1 0.28, nand4_1 0.22, nand2b_1 0.30, nor2_2 0.13, buf_4 0.42
a21oi_1 0.14, o211ai_1 0.11, clkdlybuf4s50_1 0.49
## cells in the mapped netlist (all sizes together) (11+ instances only)
cell type  number
buf            30
nor4           16
clkbuf         22
nor3           16
and4           11
nand4          26
xnor2          31
o21ai         107
a221o          17
nor2           69
nand2         148
and3           11
dfrtp         129
o211ai         19
o22ai          18
a21oi          68
ha             64
nand3          35
xor2           31
## cell families after synthesis
family / synth area share (%)
multiplexers: 0.662
AND-OR/OR-AND: 17.8
other: 0.0924
XOR/XNOR: 6.68
buffers and inverters: 4.40
AND/OR/NAND/NOR: 20.5
flip-flops: 40.0
adder cells (fa/ha/maj): 9.85
## final cells by class
cell class                      instances  area, µm²
Fill cell                            1343       6300
Inverter                                6       22.5
Tap cell                              216        270
Clock buffer                           17        425
Clock inverter                         15        135
Sequential cell                       130       3250
Timing Repair Buffer                   98        951
Multi-Input combinational cell        724       4530
## metrics by stage
step	setup WS, ns	power (mW)	instance area, µm²	hold slack, ns	utilization [%]
CTS	2.31	1.46	9590	0.519	60.4
global route	2.00	1.49	9590	0.548	60.4
finish	2.29	1.44	9590	0.517	60.4
detailed placement	2.31	0.723	9030	0.506	56.8
global placement	2.36	0.723	9030	0.497	56.8
floorplan	3.42	0.673	8130	0.472	-
## layer usage
metal / vias to the layer above / wire length [µm] / GRT usage [%]
li1: 3448 / - / -
met1: 3353 / 10400 / 47.2
met2: 265 / 9830 / 43.8
met3: 26 / 1960 / 7.86
met4: 0 / 333 / 4.17
met5: - / 0 / 0
## power breakdown
group	internal, mW	switching [mW]
Clock	0.429	0.305
Sequential	0.658	0.000112
Combinational	0.0250	0.0275
## path summary, 6_finish.rpt
path	from	to	slack [ns]	cells past startpoint
setup / recovery	paddr[8]	prdata[10]	2.29	9
min in group asynchronous	rst_n	mtimecmp[43]	1.14	1
max in group asynchronous	rst_n	mtime[25]	5.71	2
setup reg to reg	ctrl_en	mtime[28]	4.98	6
hold / removal	mtimecmp[40]	mtimecmp[40]	0.52	2
hold reg to reg	mtimecmp[40]	mtimecmp[40]	0.52	2
Power figures rest on the tool's default switching activity, not on a simulated workload.
